==> design/flow/design.v <==
module numpad (
	input clock,
	input alt_key,
	output alt_led,
	input [3:0] rows,
	output [3:0] columns,
	output [5:0] value
);
parameter BTN_EMPTY = 6'b000000;
reg [5:0] prev = 0;
reg [5:0] cur = 0;
reg [1:0] col = 0;
reg [8:0] counter = 0;
reg [3:0] pressed = 0;
reg is_alt = 0;
reg prev_alt_key = 0;
assign columns = ~(1 << col);
assign alt_led = ~is_alt;
always @(posedge clock)
begin
	counter <= counter + 1;
	if (value != BTN_EMPTY)
		is_alt <= 0;
	else
		is_alt <= (alt_key == 1 && prev_alt_key == 0) ? ~is_alt : is_alt;
	prev_alt_key <= alt_key;
	if (counter == 9'b1111111111)
	begin
		case(~rows)
			4'b0001:
			begin
			pressed[col] <= 1;
			cur <= {1'b1, ~is_alt, col, 2'b00};
			end
			4'b0010:
			begin
			pressed[col] <= 1;
			cur <= {1'b1, ~is_alt, col, 2'b01};
			end
			4'b0100:
			begin
			pressed[col] <= 1;
			cur <= {1'b1, ~is_alt, col, 2'b10};
			end
			4'b1000:
			begin
			pressed[col] <= 1;
			cur <= {1'b1, ~is_alt, col, 2'b11};
			end
			default:
			begin
			pressed[col] <= 0;
			cur <= pressed ? cur : BTN_EMPTY;
			end
		endcase	
	end
	if (counter == 9'b011111111)
	begin
		if (&col)
			prev <= cur;
		col <= col + 1;
	end
end
assign value = (counter == 9'b000000000 && col == 2'b11 && {prev[5], prev[3:0]} != {cur[5], cur[3:0]}) ? cur : BTN_EMPTY;
endmodule
==> design/flow/run.sh <==
#!/bin/bash
# OpenROAD 26Q1-2900-gdf79404cd8, Yosys 0.63+post, stock flow scripts
make -C /OpenROAD-flow-scripts/flow DESIGN_CONFIG=/design/flow/config.mk WORK_HOME=/design/flow/orfs finish
==> design/flow/config.mk <==
export PLATFORM = sky130hd
export DESIGN_NAME = numpad
export DESIGN_NICKNAME = numpad
export VERILOG_FILES = /design/flow/design.v
export SDC_FILE = /design/flow/constraint.sdc
export NUM_CORES = 4
export LEC_CHECK = 1
export CORE_AREA = 10 10 94 94
export DIE_AREA = 0 0 104 104
==> design/flow/constraint.sdc <==
current_design numpad

set clk_period 2.9
set clk_io_pct 0.2

create_clock -name clk0 -period $clk_period [get_ports {clock}]

set non_clock_inputs [all_inputs -no_clocks]
set_input_delay [expr $clk_period * $clk_io_pct] -clock clk0 $non_clock_inputs
set_output_delay [expr $clk_period * $clk_io_pct] -clock clk0 [all_outputs]
==> impl_metrics.py <==
# Physical implementation metrics
metrics = {
    "global_route": {
        "grt_max_degree": 17,
        "gr-total-overflow": 0,
        "grt_usage_pct": 3.75,
        "antenna_found_initial": 0,
        "grt_first_pass_wirelength_mm": 3.48,
        "first_global_vias": 792,
    },
    "die": {
        "io_pins": 17,
        "num_rows": 30,
        "dieArea_um2": 10800,
        "die_w_um": 104,
        "die_y_um": 104,
        "core_area_um2": 6830,
        "initCoreUtil_pct": 18.4,
    },
    "timing": {
        "layout_worst_path_cycle_share_pct": 94.2,
        "hold_ws_ns": 0.467,
        "max_slew_margin_pct": 79.3,
        "max_freq_mhz": 366,
        "finClkSkew_ns": 0.00708,
        "finalMaxSlewViolations": 0,
        "layout_setup_ws_ns": 0.170,
        "grt_setup_unrepaired": "no",
        "min_period_ns": 2.73,
        "hold_viol_final": 0,
        "setup_viol": 0,
        "tightest_slew_ns": 0.308,
        "tns_ns": 0,
    },
    "synth": {
        "syn_inst": 101,
        "area_leaders": "edfxtp_1 (41%), dfxtp_1 (17%), ha_1 (7.9%), and2_1 (7.4%), xnor2_1 (5.6%)",
        "yosys_warnings": 2,
        "numSynthFlops": 28,
        "top_cell_area_share_pct": 40.5,
        "yosysTopAreaCell": "edfxtp_1",
        "synth_seq_share_pct": 58.0,
        "mappedNetlistArea_um2": 1260,
        "avgSynthCellArea_um2": 12.5,
        "ys_cells": 101,
        "synth.distinct_cells": 25,
        "ys_chip_area_um2": 1260,
    },
    "critical_path": {
        "arrival_ns": 2.15,
        "reg2reg_depth": 5,
        "end_kind": "output pin",
        "worstPathRequired_ns": 2.32,
        "start_kind": "flop",
        "path_max_fanout": 7,
        "criticalPathCategory": "flop to output pin",
    },
    "route": {
        "num_vias": 711,
        "viasPerCell": 3.25,
        "avgRoutedWirePerCell_um": 9.10,
        "antenna-diode-count": 0,
        "drtPass1Iterations": 2,
        "wl_mm": 1.99,
        "antenna_left": 0,
        "dr.first_iter.drc_count": 23,
        "drc": 0,
    },
    "job": {
        "maxCapViolations": 0,
        "warning_count": 30,
    },
    "clock_network": {
        "postCtsHoldBufs": 0,
        "ctsRootBufferMaster": "clkbuf_8",
        "cts.sinks": 28,
        "htree_levels": 1,
        "cts_tree": "done",
        "clock_path_buffers": 2,
        "clkTransAtPathRegs_ns": 0.09,
        "clock_latency_ns": 0.27,
        "numCtsBuffers": 3,
    },
    "pwr": {
        "p_total_uw": 707,
        "powerDensity_nw_per_um2": 433,
        "ir_drop_v": 0.000202,
        "p_leak_uw": 0.000564,
    },
    "placed_design": {
        "placed_cells": 214,
        "place_ws_ns": 0.415,
        "place_congestion": 0.767,
        "portBuffers": 16,
        "dp_hpwl_mm": 1.61,
    },
    "outcome": {
        "outcome": "finished, final reports clean",
    },
    "finish": {
        "drive_gt1_share_pct": 8.94,
        "final.fill_count": 737,
        "syn_to_final_growth_pct": 29.6,
        "final-instance-count-excl-fill": 219,
        "lay_top_count": "edfxtp_1",
        "lay_top_cells": "edfxtp_1 (17), clkdlybuf4s50_1 (16), and2_1 (15), inv_1 (11), dfxtp_1 (11)",
    },
    "min_path": {
        "whs_path_depth": 1,
        "hold_path.class": "flop to flop",
    },
}
[worst max-delay path, stage by stage, from the launching register on]
cell             delay, ns
edfxtp_1              0.41
ha_2                  0.22
nor3b_1               0.20
nand4b_1              0.21
a31oi_4               0.25
and2_1                0.15
clkdlybuf4s50_1       0.46
[final timing paths]
path | from | slack [ns] | endpoint
max | col[0] | 0.17 | value[5]
min | counter[0] | 0.47 | counter[0]
max reg2reg | counter[2] | 1.03 | cur[3]
min reg2reg | counter[0] | 0.47 | counter[0]
[power breakdown]
part           switching [uW]  internal [uW]
logic                    9.15           12.9
clock network             115            150
registers               0.153            420
[cell families (layout without fill, tap and decap cells)]
logic type,count (synthesis),count (layout),share of synthesized area [%]
compound gates,4,4,2.38
simple gates,35,35,17.6
buf+inv,11,33,3.28
fa+ha+maj,8,8,7.94
mux,1,1,1.09
flops,28,28,58.0
xor+xnor,14,14,9.73
[what timing repair did]
action,in CTS,in global routing
gates resized,0,2
hold endpoints to repair,0,0
setup endpoints to repair,0,6
buffers inserted,0,1
[cells in the mapped netlist (all sizes together)]
library cell  instances
a21oi                 2
a31oi                 1
and2                 15
and3                  3
and3b                 1
and4                  1
dfxtp                11
edfxtp               17
ha                    8
inv                  11
mux2i                 1
nand2                 2
nand3                 4
nand4                 1
nand4b                1
nor2                  1
nor2b                 1
nor3                  1
nor3b                 1
nor4                  3
o21a                  1
xnor2                 8
xor2                  6
[through the flow]
stage | utilization [%] | area, um^2
global route | 23.9 | 1630
floorplan | - | 1260
finish | 23.9 | 1630
CTS | 23.6 | 1610
detailed placement | 22.7 | 1550
global placement | 22.7 | 1550
[layer usage]
layer	track usage (%)	part of all wire (%)	vias up
li1	-	-	386
met1	4.62	47	316
met2	6.35	48	9
met3	1.32	5.0	0
met4	0.497	0	0
met5	0	0	-
[final cells by class]
type                       count  area [um^2]  share of cell area, %
clock buffer                   4         66.3                   4.06
inverter                      11         41.3                   2.53
multi-input combinational     62          499                   30.6
sequential                    28          731                   44.8
tap                           96          120                   7.36
timing repair buffer          18          175                   10.7
Power and IR drop assume default switching activity.
